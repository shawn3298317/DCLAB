[design/flow/design.v]
`timescale 1ns/1ps
module MA_CLK_mod4 (
	clk,
	MA_start,
	N_i,
    A_i,
	B_i,
	reset,
	V_o,
	finish
    );
	input              clk,
	                   MA_start,
	                   reset;
    input      [255:0] A_i,
    	     		   B_i,
    	     		   N_i;
    output  [255:0] V_o;
    output reg         finish;
    reg        [257:0] Vi;
	reg        [258:0] f1,
					   f2,
		     	       f;
	reg        [8:0]   i;
	reg        [1:0]   MA_ST;
	reg        [2:0]   q;
    reg        [257:0] next_Vi;  
	reg        [258:0] next_f;  
	reg        [8:0]   next_i;  
	reg        [1:0]   next_MA_ST;
	reg                next_finish;
	parameter MA_ST_1 = 2'b10;
	parameter MA_ST_2 = 2'b11;
	assign V_o = Vi;
	always@(*) begin
		case(MA_ST)
		MA_ST_1: begin  
			if( finish != 1'b1 )
				next_MA_ST = MA_ST_1;
			else
				next_MA_ST = MA_ST_2;
		end
		MA_ST_2: begin  
			if( MA_start == 1'b1 )
				next_MA_ST = MA_ST_1;
			else
				next_MA_ST = MA_ST_2;  
		end
		default: next_MA_ST = MA_ST_2;
		endcase
	end
	always@(*) begin
	    next_i   = 9'b0;
		next_Vi  = Vi;
		next_f   = f;
		f1       = 259'b0;
		f2       = 259'b0;
		q        = 3'b0;
		finish   = 1'b0;
        case(MA_ST)
		MA_ST_1: begin
			if( i[8] != 1'd1 ) begin
				next_i   = i + 9'd2;
				f1     = (A_i[i+1] == 1'b1)? ((A_i[i] == 1'b1)?(Vi+B_i+B_i+B_i):(Vi+B_i+B_i)) : ((A_i[i] == 1'b1)?(Vi+B_i):Vi); 
				q        = (f1[0] == 1'b1)? {(~f1[1]),f1[0]} : {f1[1],f1[0]};
			   f2     = (q[0] == 1'b1)? ((q[1] == 1'b1)?(f1+N_i+N_i+N_i):(f1+N_i)) : ((q[1] == 1'b1)?(f1+N_i+N_i):(f1));
				next_f   = f2 >> 2'd2;
				next_Vi  = (next_f >= N_i)? next_f - N_i : next_f; 
			end
			else begin
				finish = 1'b1;
			end
		end
		MA_ST_2: begin
			if( next_MA_ST == MA_ST_1 ) begin
				next_f = 259'b0;
				next_Vi = 257'b0;
			end
			else finish = 1'b0;
		end
		endcase
	end
	always@(posedge clk or posedge reset ) begin  
		if(reset) begin
			i      <= 9'd0;
			Vi     <= 257'b0;
			f      <= 259'b0;
			MA_ST  <= MA_ST_2;
		end
		else begin
			i      <= next_i; 
			Vi     <= next_Vi;
			f      <= next_f;
			MA_ST  <= next_MA_ST;
		end
	end
endmodule
[design/flow/run.sh]
#!/bin/bash
# OpenROAD 26Q1-2900-gdf79404cd8, Yosys 0.63+post, stock flow scripts
make -C /OpenROAD-flow-scripts/flow DESIGN_CONFIG=/design/flow/config.mk WORK_HOME=/design/flow/orfs finish
[design/flow/config.mk]
export PLATFORM = sky130hd
export DESIGN_NAME = MA_CLK_mod4
export DESIGN_NICKNAME = MA_CLK_mod4
export VERILOG_FILES = /design/flow/design.v
export SDC_FILE = /design/flow/constraint.sdc
export NUM_CORES = 4
export LEC_CHECK = 1
export CORE_UTILIZATION = 40
[design/flow/constraint.sdc]
current_design MA_CLK_mod4

set clk_period 124.0
set clk_io_pct 0.2

create_clock -name clk0 -period $clk_period [get_ports {clk}]

set non_clock_inputs [all_inputs -no_clocks]
set_input_delay [expr $clk_period * $clk_io_pct] -clock clk0 $non_clock_inputs
set_output_delay [expr $clk_period * $clk_io_pct] -clock clk0 [all_outputs]
==> summary.txt <==
Quick summary of the implementation run below.

The run finished, with violations left. The checks that failed: max-capacitance violations, max-slew violations. The filler cell count in the final layout is 39000. The H-tree depth is 2. The async set or reset register ratio after synthesis came out at 100%. The final total negative setup slack came out at 0 ps.

The mean instance size in the synthesized netlist is 6.40 um^2. The worst setup slack after placement is 66150 ps. The largest net degree at the start of global routing came out at about 130. Looking at the reg2reg group, the worst path starts from Vi[0]$_DFFE_PP0P_.

Post-synth the commonest register cell is sky130_fd_sc_hd__dfrtp_1. The die span in y is 613 um. Once the clock tree was built, the resizer swapped 0 gates to a different size. The worst setup path is launched from an input port.

Summed over all layers, the routed wires come to 1010000 um. The count of max-cap constraint violations is 2. The worst setup slack for register-to-register paths is between 80000 and 90000 ps. The worst hold path begins at Vi[66]$_DFFE_PP0P_. The number of I/O port buffers came out at 1027. The post-CTS hold buffer count recorded in the log is 0. Counting every sink on the clock net gives 268. The half-perimeter wire length after placement is ~880000 um. The detailed-routing iteration count for the pre-antenna-repair pass is 11. The overall chip area came out at 376000 um^2. For this configuration, the core starts out at a cell density of between 40% and 50%. The fraction of the cycle the final worst path needs came out at between 40% and 50%.

The number of register bits inferred by synthesis came out at 268. The count of instantiated cells in the yosys netlist came out at 23400. The number of max-slew violations in the final report is 7. The actual transition at the worst max-transition pin came out at 1530 ps. The required time at the worst-slack endpoint is 124320 ps. The normalized max-slew margin is -2.81%. The number of cells on the worst hold path is listed as 2.

The core region is about 370000 um^2. CTS placed an instance of sky130_fd_sc_hd__clkbuf_16 at the clock tree root. The largest fanout on the critical path came out at 58. TritonCTS built the clock tree. The number of remaining DRC errors came out at 0.

Buffers added to address setup during post-CTS repair amount to 0. The synthesized area is 149000 um^2. The worst clock skew is 240 ps. The total number of yosys warnings is 1. The post-route antenna net violation count came out at 0.

The width of the chip is 613 um. The number of CTS-inserted buffers came out at 34. In the hold report, the worst path ends at Vi[66]$_DFFE_PP0P_. The critical path is of the in2reg type. Based on the critical path, the design can be clocked at up to 0.0169 GHz. The number of top-level pins is 1028.

Per the timing report, the most critical flop-to-flop path finishes at Vi[67]$_DFFE_PP0P_. The fraction of layout instances using a drive strength above 1 came out at 4.48%. Hold-check failures listed in the final report amount to 0. The row count is 224. Per the CTS log, the buffer count on the longest clock path is 3.

The violation tally recorded at the end of detailed-routing iteration 0 is 25400. The number of antenna violations at the first check in global routing is 158. The biggest cell delay along the critical path came out at 1190 ps. The chip area in the Yosys report is 149000 um^2. Warnings raised by the tools during the run amount to 55. Global routing finished with a remaining overflow of 0. In this run, distinct cell masters in the synthesized netlist total 107. The first-pass GRT wire length is 1350000 um. The setup violation total in the final timing report is 0. The worst setup slack after layout is 64660 ps. The critical path capture point type is a register.

The minimum clock period after layout is 59340 ps. The timing report shows the most common cell along the critical path to be sky130_fd_sc_hd__a21oi_1.

Setup repair after global routing left no endpoint under its margin. In this run the layout overhead on the synthesized area is reported as 10.7%. Among all stages on the critical path, the largest delay is contributed by sky130_fd_sc_hd__nor4b_1. On the reported timing paths, the clock transition at the registers reads 150 ps. The via count of the first global-routing pass is around 170k.

The via count of the routed design came out at 191000. The sequential share of the synthesized area is 4.49%. The average routed wire per standard cell is 35.4 um. The number of synthesized flops with an enable pin is 0. The type of the worst min-delay path is reg2reg.

The number of cells on the worst reg-to-reg path came out at 118. The later pin in the worst-skew pair is clocked with a latency of 670 ps. The count of mapped cells out of synthesis is between 20000 and 25000. The overall routing resource usage came out at 52.3%. After its last routability iteration, the placer logged a weighted congestion of about 1.2.

The arrival time at the worst endpoint came out at 59660 ps. The via count normalized by instance count came out at 6.69.
[Yosys cell counts, types with 130 or more instances]
cell / n / share of area [%]
sky130_fd_sc_hd__a21oi_1: 3230 / 11
sky130_fd_sc_hd__nand2_1: 2871 / 7.2
sky130_fd_sc_hd__nor2_1: 1945 / 4.9
sky130_fd_sc_hd__o21ai_0: 1812 / 6.1
sky130_fd_sc_hd__ha_1: 1806 / 15
sky130_fd_sc_hd__clkbuf_1: 1298 / 3.3
sky130_fd_sc_hd__xnor2_1: 1135 / 6.7
sky130_fd_sc_hd__inv_1: 1019 / 2.6
sky130_fd_sc_hd__nand4_1: 976 / 4.1
sky130_fd_sc_hd__a21o_1: 902 / 4.5
sky130_fd_sc_hd__xor2_1: 633 / 3.7
sky130_fd_sc_hd__o21bai_1: 628 / 3.2
sky130_fd_sc_hd__a31oi_1: 505 / 2.1
sky130_fd_sc_hd__a211oi_1: 447 / 2.2
sky130_fd_sc_hd__nor3_1: 402 / 1.3
sky130_fd_sc_hd__buf_4: 270 / 1.4
sky130_fd_sc_hd__dfrtp_1: 267 / 4.5
sky130_fd_sc_hd__nand3_1: 247 / 0.83
sky130_fd_sc_hd__mux2i_1: 233 / 1.6
sky130_fd_sc_hd__o21a_1: 227 / 1.1
sky130_fd_sc_hd__o21ai_1: 226 / 0.76
sky130_fd_sc_hd__nand2b_1: 185 / 0.77
sky130_fd_sc_hd__nor2b_1: 168 / 0.70
sky130_fd_sc_hd__a21boi_0: 143 / 0.72
sky130_fd_sc_hd__nor4_1: 137 / 0.57
sky130_fd_sc_hd__o31ai_1: 130 / 0.65
[how the worst max path moves through the flow]
stage,startpoint,to,slack [ps],depth (start not counted)
4_1_cts,B_i[0],Vi[67]$_DFFE_PP0P_,66580,119
5_1_grt,B_i[0],Vi[28]$_DFFE_PP0P_,64230,118
6_report,B_i[0],Vi[67]$_DFFE_PP0P_,64660,119
[placed cells by master, fill, tap and decap left out, types with 128 or more instances in the layout]
| master | instances |
|---|---|
| sky130_fd_sc_hd__a21boi_0 | 140 |
| sky130_fd_sc_hd__a211oi_1 | 442 |
| sky130_fd_sc_hd__mux2i_1 | 231 |
| sky130_fd_sc_hd__nor3_1 | 399 |
| sky130_fd_sc_hd__nand3_1 | 245 |
| sky130_fd_sc_hd__o21ai_1 | 235 |
| sky130_fd_sc_hd__a31oi_1 | 450 |
| sky130_fd_sc_hd__nor4_1 | 134 |
| sky130_fd_sc_hd__buf_4 | 639 |
| sky130_fd_sc_hd__a21o_1 | 902 |
| sky130_fd_sc_hd__clkdlybuf4s50_1 | 1027 |
| sky130_fd_sc_hd__ha_1 | 1806 |
| sky130_fd_sc_hd__o21ai_0 | 1802 |
| sky130_fd_sc_hd__nand2b_1 | 185 |
| sky130_fd_sc_hd__nor2_1 | 1939 |
| sky130_fd_sc_hd__nor2b_1 | 168 |
| sky130_fd_sc_hd__nand2_1 | 2871 |
| sky130_fd_sc_hd__dfrtp_1 | 265 |
| sky130_fd_sc_hd__o21bai_1 | 627 |
| sky130_fd_sc_hd__nand4_1 | 976 |
| sky130_fd_sc_hd__inv_1 | 1017 |
| sky130_fd_sc_hd__xor2_1 | 633 |
| sky130_fd_sc_hd__a21oi_1 | 3219 |
| sky130_fd_sc_hd__o31ai_1 | 128 |
| sky130_fd_sc_hd__o21a_1 | 227 |
| sky130_fd_sc_hd__xnor2_1 | 1135 |
[per-stage QoR]
stage	instances	util [%]	hold slack (ps)	area (um^2)
after global routing	28400	44.4	528	165000
after detailed placement	28300	44.1	478	164000
after global placement	28300	44.1	479	164000
after floorplan	23400	-	496	149000
after CTS	28400	44.4	493	165000
final	28500	44.5	493	165000
[registers in the layout, summed over array words and instances (netlist names)]
signal  flops
MA_ST       2
Vi        258
i           8
[cell type report]
type	instances	area [um^2]	area share, %
clock inverter	20	273	0.165
multi-input combinational	20400	132000	79.8
antenna	123	308	0.186
sequential	268	6720	4.06
clock buffer	41	917	0.554
timing repair buffer	1670	15200	9.16
inverter	1020	3840	2.32
tap	4972	6220	3.76
[per-layer routing]
layer  share of wire [%]  GRT usage, %  up-vias
met3                  20          38.8     2053
met2                  34          61.3    13300
li1                    -             -    85800
met5                0.42          7.98        -
met4                 6.6          27.4      106
met1                  39          66.8    89500
[critical path, delay by kind of cell]
kind	cells	cell delay [ps]
simple gates	34	10850
buf+inv	11	3700
compound gates	59	14760
fa+ha+maj	8	3690
xor+xnor	6	1270
mux	1	260
[logic make-up (layout without fill, tap and decap cells)]
group	Yosys count	in the layout	synth area share [%]
buffers and inverters	2701	2751	7.59
DFF	268	268	4.49
muxes	314	314	2.69
xor gates and xnor gates	1768	1768	10.4
adders and majority gates	1812	1812	15.2
AOI/OAI and AO/OA	8994	8994	36.6
other	0	123	0
and+or+nand+nor	7495	7495	23.0
