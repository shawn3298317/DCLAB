==> design.v <==
`timescale 1ns/1ps
module SRAM(
	clk,
	reset,
	enable,
	WriteRAM,
	ReadRAM,      
	addr,
	DataWrite,    
	DataRead ,    
	SRAM_ADDR,
	SRAM_DQ,
	SRAM_OE,
	SRAM_WE,
	SRAM_CE,
	SRAM_LB,
	SRAM_UB
);
	input             clk, reset, enable, WriteRAM, ReadRAM;
	input      [19:0] addr;
	input  reg [15:0] DataWrite;
	output reg [15:0] DataRead ;
	output [19:0] SRAM_ADDR;
	output        SRAM_OE, SRAM_WE, SRAM_CE, SRAM_LB, SRAM_UB;
	inout  [15:0] SRAM_DQ;
	assign SRAM_CE = ~enable; 
	assign SRAM_UB = 0;  
	assign SRAM_LB = 0;  
	assign SRAM_OE = ~ReadRAM; 
	assign SRAM_WE = ~WriteRAM;
	assign SRAM_ADDR = addr;
	assign SRAM_DQ = WriteRAM? DataWrite: 16'bz; 
	always@(posedge clk or posedge reset) begin	
		if(reset) begin
			DataRead <= 16'b0;
		end
		else begin
			if (ReadRAM == 1)
				DataRead <= SRAM_DQ; 
			else 
				DataRead <= 16'b0; 
		end
	end
endmodule
==> run.sh <==
#!/bin/bash
# OpenROAD 26Q1-2900-gdf79404cd8, Yosys 0.63+post, stock flow scripts
make -C /OpenROAD-flow-scripts/flow DESIGN_CONFIG=/design/flow/config.mk WORK_HOME=/design/flow/orfs finish
==> config.mk <==
export PLATFORM = sky130hd
export DESIGN_NAME = SRAM
export DESIGN_NICKNAME = SRAM
export VERILOG_FILES = /design/flow/design.v
export SDC_FILE = /design/flow/constraint.sdc
export NUM_CORES = 4
export LEC_CHECK = 1
export CORE_AREA = 10 10 76 76
export DIE_AREA = 0 0 86 86
==> constraint.sdc <==
current_design SRAM

set clk_period 1.0
set clk_io_pct 0.2

create_clock -name clk0 -period $clk_period [get_ports {clk}]

set non_clock_inputs [all_inputs -no_clocks]
set_input_delay [expr $clk_period * $clk_io_pct] -clock clk0 $non_clock_inputs
set_output_delay [expr $clk_period * $clk_io_pct] -clock clk0 [all_outputs]
==> qor.yml <==
clock_path_buffers: 2
synth_area_um2: 831
clock_sinks: 16
ys_chip_area_um2: 831
yosysTopAreaCell: "dfrtp_1"
clock-root-buffer: "clkbuf_8"
synth.distinct_cells: 7
error_line: "[error] [KeplerFormal.cpp:679] Workflow failed: Iso has multiple drivers: .DataWrite0, input3.X0"
cts_max_level: 1
die_x_um: 86
dpl_worst_slack_ns: -0.328
fp-utilization_pct: 20.2
yosys-stat-cells: 76
ys.warnings.count: 2
dpl-instance-area_mm2: 0.00102
yosysSeqAreaShare_pct: 48.2
io_pins: 98
postSynthCellCount: 76
dp_hpwl_mm: 1.76
port_buffers: 39
numCtsBuffers: 3
ctsHoldBuffers: 0
synthTopCellsByArea: "dfrtp_1 (48%), buf_4 (34%), and2_2 (11%)"
dp.cells: 129
cts_resized: 40
failing_step: "4_1_cts"
top_cell_area_share_pct: 48.2
place_congestion: 0.678
post_cts_buffers: 0
outcome: "aborted with a tool error"
ys_ff: 16
num_rows: 23
syn_area_per_cell_um2: 10.9
die.size.y_um: 86
==> synthesized netlist by cell type <==
cell type  instances
dfrtp_1           16
inv_1              4
and2_1             4
buf_6              1
conb_1             1
and2_2            12
buf_4             38
==> kinds of logic after synthesis <==
| kind of cell | Yosys count | synth area share (%) |
|---|---|---|
| flops | 16 | 48.2 |
| buf+inv | 43 | 37.5 |
| other cells | 1 | 0.451 |
| simple gates | 16 | 13.9 |
==> metrics by stage <==
stage	hold WS, ns	utilization [%]
detailed placement	0.363	24.7
floorplan	0.114	-
global placement	0.358	24.7
